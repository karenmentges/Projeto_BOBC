==> flow/design.v <==
module mux(
    input [15:0] a,
    input [15:0] b,
    input [15:0] c,
    input [15:0] d,
    input [1:0] sel,
    output reg [15:0] out
);
    always @ (a or b or c or d or sel) begin
        case(sel)
            2'b00 : out = a;
            2'b01 : out = b;
            2'b10 : out = c;
            2'b11 : out = d;
        endcase
    end
endmodule
module operativo (
    input ck,
    input rst,
    input lx,
    input [1:0] m0,
    input [1:0] m1,
    input [1:0] m2,
    input h,
    input ls,
    input lh,
    input [15:0] X,
    input [15:0] A,
    input [15:0] B,
    input [15:0] C,
    input pronto,
    output overflow,
    output [15:0] resultado
);
    wire [15:0] RegX, RegS, RegH, res;
    wire [15:0] outm0, outm1, outm2;
    wire over, o;
    parameter Zero = 16'b0000000000000000;
    regg R1(ck, rst, X, lx, RegX);
    mux M0(Zero, A, B, C, m0, outm0);
    mux M1(outm0, RegX, RegS, RegH, m1, outm1);
    mux M2(RegX, outm0, RegS, RegH, m2, outm2);
    ula U(outm1, outm2, h, over, res);
    regg_uni R2(ck, rst, over, over, o);
    regg R3(ck, rst, res, lh, RegH);
    regg R4(ck, rst, res, ls, RegS);
    assign resultado = RegS;
    regg_uni R5(ck, rst, o, ls, overflow);
endmodule
module regg(
    input ck,
    input rst,
    input [15:0] v,
    input l,
    output reg [15:0] r
);
    parameter Zero = 16'b0000000000000000;
    always @ (posedge ck) begin
        if(rst == 1) begin
            r = Zero;
        end
        if(l == 1) begin
            r = v;
        end
    end
endmodule
module regg_uni(
    input ck,
    input rst,
    input v,
    input l,
    output reg r
);
    parameter Zero = 1'b0;
    always @ (posedge ck) begin
        if(rst == 1) begin
            r = Zero;
        end
        if(l == 1) begin
            r = v;
        end
    end
endmodule
module ula(
    input [15:0] v1,
    input [15:0] v2,
    input h,
    output reg overflow,
    output reg [15:0] r
);
    always @ (h or v1 or v2) begin
        case(h)
            1'b0 : {overflow, r} = v1 + v2;
            1'b1 : {overflow, r} = v1 * v2;
        endcase
    end
endmodule
==> flow/run.sh <==
#!/bin/bash
# OpenROAD 26Q1-2900-gdf79404cd8, Yosys 0.63+post, stock flow scripts
make -C /OpenROAD-flow-scripts/flow DESIGN_CONFIG=/design/flow/config.mk WORK_HOME=/design/flow/orfs finish
==> flow/config.mk <==
export PLATFORM = sky130hd
export DESIGN_NAME = operativo
export DESIGN_NICKNAME = operativo
export VERILOG_FILES = /design/flow/design.v
export SDC_FILE = /design/flow/constraint.sdc
export NUM_CORES = 4
export LEC_CHECK = 1
export CORE_UTILIZATION = 30
==> flow/constraint.sdc <==
current_design operativo

set clk_period 11.9
set clk_io_pct 0.2

create_clock -name clk0 -period $clk_period [get_ports {ck}]

set non_clock_inputs [all_inputs -no_clocks]
set_input_delay [expr $clk_period * $clk_io_pct] -clock clk0 $non_clock_inputs
set_output_delay [expr $clk_period * $clk_io_pct] -clock clk0 [all_outputs]
==> Changelog: implementation <==
### Implementation results

* Status: finished clean
* Post-Syn Area at 8300 um^2
* Post-CTS Setup Inserts at 0
* CTS Buffer Depth at 2
* Grt total ovfl at 0
* Worst setup path start: m0[0]
* Max-Cap Viols at 0
* Commonest flop: edfxtp_1
* Largest net degree at the start of global routing at 39
* Final hold violation count at 0
* Setup ws final at 1.61 ns
* Crit start category: input pin
* Vias per cell at 4.96
* Area growth syn-to-layout at 17.2%
* Crit path required time at 12.06 ns
* CORE AREA at 27,000 um^2
* Sequential area share after synthesis at 18.0%
* Commonest Layout Cell: inv_1
* Pre-CTS setup slack at 1.29 ns
* Fraction of layout cells with a size suffix above 1 at 7.08%
* DPL Wire Length at 18,000 um
* Clock Pin Slew Worst Setup and Hold Paths at 0.06 ns
* Chip width at 168 um
* Reg-to-reg critical path startpoint: R4.r[7]
* Flip-flops with a built-in enable at 49
* Yosys chip area at 8300 um^2
* Commonest cells after routing, fill and taps aside: inv_1, fa_1, clkdlybuf4s50_1
* Cells in synth_stat.txt at 856
* R2R cell count at 22
* Final WL at 22,400 um
* CTS Buf Count at 5
* Overall global routing resource usage at 17.5%
* Vias in the first global route at 6,718
* Distinct cells, synth at 60
* Tool Warnings at 26
* Maximum level of the CTS H-tree at 2
* CP peak stage delay at 0.98 ns
* Post-synthesis cell count at 856
* Antenna violations before repair at 0
* DR vias at 6,309
* Row count at 60
* CTS tree: done
* Non-filler cells, final at 1,273
* Worst slew pin tran at 0.782 ns
* Crit Path Category: in2reg
* Final setup TNS at 0 ns
* Initial drt markers at 363
* Clk ins delay skew pair at 0.29 ns
* Slowest-stage cell, CP: clkdlybuf4s50_1
* Boundary pin count at 94
* Fin area at 9730 um^2
* Hold/Removal Path Class: reg2reg
* Critical R2R Capture: R2.r
* Fmax at 97.2 MHz
* Synth warnings at 4
* CTS Sinks at 50
* Die Span Y at 168 um
* Unrepaired setup endpoints after global routing: false
* Mean area per synthesized cell at 9.70 um^2
* Cycle use final at 86.5%
* Crit path DAT at 10.45 ns
* 1st-pass router iterations at 4
* Initial Utilization at 30.7%
* Post-synth regs at 50
* CP Capture Type: register
* Clock root cell: clkbuf_16
* GPL Wtd Cong at 0.921
* Slew Limit Fails at 0
* Die area at 28,300 um^2
* Residual DRC at 0
* CTS-repair resized insts at 0
* Worst-path maximum fanout at 17
* Min Hold Slack at 0.537 ns
* First-pass GRT wire length at 36,500 um
* Critical Path Sink: R2.r
* Antenna diodes at 0
* Hold buffer count at cts at 0
* Clock Skew at 0.00546 ns
* Final ANT Viol Nets at 0
* Max_slew headroom at 47.2%
* Final setup vio count at 0
* WL/cell at 17.6 um
* Placed Area at 9560 um^2
* Crit-path most repeated cell: fa_1
* R2r setup slk at 4.76 ns
* Final min period at 10.29 ns
* PortBufs at 92
* Async set-reset flop share out of synthesis at 0%
* # placed instances at 1,265
## sequential cells by signal, summed over array words and instances (netlist names)
register / count
R1.r: 16
R2.r: 1
R3.r: 16
R4.r: 16
R5.r: 1
## layer usage
layer | wire length (um) | GRT usage, %
met5 | 0 | 0
met4 | 407 | 2.77
met3 | 2170 | 5.99
met2 | 10300 | 27.7
met1 | 9510 | 24.5
## synth_stat cells, types with 15 or more instances
cell type / count / area share [%]
edfxtp_1: 49 / 18
a21oi_1: 31 / 1.9
mux4_2: 27 / 7.3
ha_1: 66 / 9.9
and2_1: 76 / 5.7
nand2_1: 82 / 3.7
a22o_1: 15 / 1.6
xnor2_1: 29 / 3.1
clkbuf_1: 18 / 0.81
fa_1: 95 / 23
nor2_1: 49 / 2.2
inv_1: 158 / 7.1
## logic make-up (layout without fill, tap and decap cells)
group | count (synthesis) | after routing | share of synthesized area [%]
AND/OR/NAND/NOR | 244 | 244 | 14.6
buffers and inverters | 195 | 271 | 9.22
adder cells (fa/ha/maj) | 161 | 161 | 32.9
AND-OR/OR-AND | 106 | 106 | 9.04
multiplexers | 60 | 60 | 11.8
flip-flops | 50 | 50 | 18.0
XOR/XNOR | 40 | 40 | 4.57
## per-stage QoR
stage          utilization [%]
5_1_grt                   36.0
4_1_cts                   36.0
3_3_place_gp              35.4
6_report                  36.0
2_1_floorplan                -
3_5_place_dp              35.4
## worst min path at each step
stage,slack (ns),cells past startpoint,from,end
4_1_cts,0.54,1,R2.r,R5.r
5_1_grt,0.57,1,R2.r,R5.r
6_report,0.54,1,R2.r,R5.r
## final cells by class
| type | instances | area (um^2) |
|---|---|---|
| fill | 2685 | 17300 |
| multi-input combinational | 611 | 6050 |
| sequential | 50 | 1490 |
| timing repair buffer | 100 | 981 |
| inverter | 163 | 612 |
| tap | 341 | 427 |
| clock buffer | 5 | 125 |
| clock inverter | 3 | 47.5 |
## critical path: cells and delay by family
family / cells / cell delay [ns]
and+or+nand+nor: 5 / 0.59
buffers and inverters: 5 / 1.49
AOI/OAI and AO/OA: 5 / 1.86
adders and majority gates: 7 / 3.31
muxes: 3 / 0.81
